[/design/flow/constraint.sdc]
current_design CSelA

set clk_period 14.3
set clk_io_pct 0.2

create_clock -name clk0 -period $clk_period

set non_clock_inputs [all_inputs -no_clocks]
set_input_delay [expr $clk_period * $clk_io_pct] -clock clk0 $non_clock_inputs
set_output_delay [expr $clk_period * $clk_io_pct] -clock clk0 [all_outputs]
[/design/flow/design.v]
module FA (
    output reg sum,
    output reg cout,
    input a,
    input b,
    input cin,
    input load
);
  always @* begin
    if (load) begin
      sum = a ^ b ^ cin;
      cout = (a & b) | (b & cin) | (cin & a);
    end
  end
endmodule
module MUX2to1_w1 (          
    output reg y,
    input i0,
    i1,
    s
);
  always @(i0, i1, s) begin
    if (s == 1'b0) 
        y = i0;
    else 
        y = i1;
  end
endmodule
module MUX2to1_w4 (          
    output reg [3:0] y,
    input [3:0] i0,
    i1,
    input s
);
  always @(i0, i1, s) begin
    if (s == 1'b0) begin
      y = i0;  
    end else begin
      y = i1;  
    end
  end
endmodule
module RCA4 #(parameter WIDTH=4)(                
  input [WIDTH-1:0] a,
  input [WIDTH-1:0] b,
    input cin,
    input load,
  output [WIDTH-1:0] sum,
    output reg cout
);
  wire [WIDTH-1:0] c;
  FA fa0 ( .a(a[0]), .b(b[0]), .cin(cin), .sum(sum[0]), .cout(c[0]), .load(load) );
  FA fa1 ( .a(a[1]), .b(b[1]), .cin(c[0]), .sum(sum[1]), .cout(c[1]), .load(load) );
  FA fa2 ( .a(a[2]), .b(b[2]), .cin(c[1]), .sum(sum[2]), .cout(c[2]), .load(load) );
  FA fa3 ( .a(a[3]), .b(b[3]), .cin(c[2]), .sum(sum[3]), .cout(c[3]), .load(load) );
	always @ * begin
   cout=c[3];
  end
endmodule
module CSelA #(parameter WIDTH=32)(
  input [WIDTH-1:0] a,
  input [WIDTH-1:0] b,
    input cin,
    input load,
  output reg [WIDTH-1:0] sum,
    output reg cout,
    output reg overflow
);
  wire [WIDTH-1:0] sum0, sum1;
  wire [7:0] c;
  wire [7:0] cout0, cout1;
  reg [WIDTH-1:0] result;
  wire [WIDTH-1:0] tmp;
  RCA4 rca0_0 (.sum(sum0[3:0]), .cout(cout0[0]), .a(a[3:0]), .b(b[3:0]), .cin(1'b0), .load(load));
  RCA4 rca0_1 (.sum(sum1[3:0]), .cout(cout1[0]), .a(a[3:0]), .b(b[3:0]), .cin(1'b1), .load(load));
  MUX2to1_w4 mux1_sum (.y(tmp[3:0]), .i0(sum0[3:0]), .i1(sum1[3:0]), .s(cin));
  MUX2to1_w1 mux1_cout (.y(c[0]), .i0(cout0[0]), .i1(cout1[0]), .s(cin));
  RCA4 rca_other_0[6:1] (.sum(sum0[27:4]), .cout(cout0[6:1]), .a(a[27:4]), .b(b[27:4]), .cin(1'b0), .load(load));
  RCA4 rca_other_1[6:1] (.sum(sum1[27:4]), .cout(cout1[6:1]), .a(a[27:4]), .b(b[27:4]), .cin(1'b1), .load(load));
  MUX2to1_w4 mux_other_sum[6:1] (.y(tmp[27:4]), .i0(sum0[27:4]), .i1(sum1[27:4]), .s(c[5:0]));
  MUX2to1_w1 mux_other_cout[6:1] (.y(c[6:1]), .i0(cout0[6:1]), .i1(cout1[6:1]), .s(c[5:0]));
  RCA4 rca7_0 (.sum(sum0[31:28]), .cout(cout0[7]), .a(a[31:28]), .b(b[31:28]), .cin(1'b0), .load(load));
  RCA4 rca7_1 (.sum(sum1[31:28]), .cout(cout1[7]), .a(a[31:28]), .b(b[31:28]), .cin(1'b1), .load(load));
  MUX2to1_w4 mux6543210_sum (.y(tmp[31:28]), .i0(sum0[31:28]), .i1(sum1[31:28]), .s(c[6]));
  MUX2to1_w1 mux6543210_cout (.y(c[7]), .i0(cout0[7]), .i1(cout1[7]), .s(c[6]));
always @* begin
  overflow = (a[WIDTH-1] & b[WIDTH-1] & ~tmp[WIDTH-1]) | (~a[WIDTH-1] & ~b[WIDTH-1] & tmp[WIDTH-1]);
    if (overflow) begin
      if (!tmp[WIDTH-1] && (a[WIDTH-1]==1 && b[WIDTH-1]==1)) begin
            sum = ~tmp + 1'b1;
            cout = 1;  
      end else if (tmp[WIDTH-1] && (a[WIDTH-1]==0 && b[WIDTH-1]==0))  begin
            sum = ~tmp;
            cout = 0;
        end
    end else begin
        sum = tmp;
        cout = c[7];  
    end
end
endmodule
[/design/flow/run.sh]
#!/bin/bash
# OpenROAD 26Q1-2900-gdf79404cd8, Yosys 0.63+post, stock flow scripts
make -C /OpenROAD-flow-scripts/flow DESIGN_CONFIG=/design/flow/config.mk WORK_HOME=/design/flow/orfs finish
[/design/flow/config.mk]
export PLATFORM = sky130hd
export DESIGN_NAME = CSelA
export DESIGN_NICKNAME = CSelA
export VERILOG_FILES = /design/flow/design.v
export SDC_FILE = /design/flow/constraint.sdc
export NUM_CORES = 4
export LEC_CHECK = 1
export CORE_UTILIZATION = 30
==> flow_summary.json <==
{
  "warnings": 42,
  "fin_setup_tns_ns": 0,
  "peakVddDrop_mv": 0.0179,
  "finalCriticalPeriod_ns": 10.19,
  "path_common_cell": "clkdlybuf4s50_1",
  "routedWlPerCell_um": 12.8,
  "place_congestion": 0.870,
  "antenna_left": 0,
  "setup_viol": 0,
  "clock.fmax_ghz": 0.0982,
  "ioPinCount": 100,
  "syn_inst": 479,
  "wl_met1_um": 4970,
  "drc_errors": 0,
  "hp-start": "cin",
  "cp_slowest_cell": "clkdlybuf4s50_1",
  "grt_usage": 0.127,
  "yosysWarnings": 5,
  "dpl.cell_count": 789,
  "hold_viol_final": 0,
  "drtIter0Drc": 192,
  "edf_count": 0,
  "drv_cap": 0,
  "num_vias": 3521,
  "slew_headroom": 0.394,
  "cp-end-kind": "primary output",
  "dp_hpwl_um": 8560,
  "route.met2.wl_um": 4700,
  "async_reset_ff_frac": 0,
  "ys_ff": 128,
  "critPathArrivalTime_ns": 7.33,
  "synth.avg_cell_area_um2": 10.5,
  "crit_family": "multiplexers",
  "cp-start-kind": "primary input",
  "fp_util": 0.311,
  "routed_via_density": 4.46,
  "final_common_cell": "dlxtp_1",
  "ys_cells": 479,
  "final_cell_area_um2": 6250,
  "yosysUniqueCellTypes": 56,
  "first_pass_iters": 4,
  "grt_pass1_vias": 3678,
  "unclocked_regs": 128,
  "whs_ns": 7.14,
  "critical_path.n_buffers_inverters": 2,
  "highest_layer": "met4",
  "placed_area_um2": 6250,
  "die_w_um": 131,
  "wl_met3_um": 452,
  "wl_um": 10100,
  "finalClockPeriodUsage": 0.712,
  "flop_cell": "dlxtp_1",
  "cts-hold-fix-buffers": 0,
  "drive_gt1_frac": 0.0384,
  "post_cts_buffers": 0,
  "holdCritPathClass": "in2out",
  "core_area_um2": 16100,
  "required_ns": 11.44,
  "max_stage_delay_ns": 0.77,
  "area_growth_pct": 24.8,
  "layout_top_cells": "dlxtp_1 (128), clkdlybuf4s50_1 (99), fa_1 (48)",
  "fp-row-count": 46,
  "syn_area_um2": 5010,
  "pre_cts_ws_ns": 4.10,
  "chip_area_um2": 17200,
  "p_per_area_nw_per_um2": 31.9,
  "grt_remaining_overflow": 0,
  "rsz0062_at_grt": "no",
  "yosys-stat-area_um2": 5010,
  "fin_ws_ns": 4.11,
  "portBuffers": 100,
  "stdcell_count": 789,
  "die_h_um": 131,
  "critPathKind": "in2out",
  "antenna_found_initial": 0,
  "path_cells": "clkdlybuf4s50_1 > mux2_4 > o211a_1 > or2_4 > nor2_4 > mux2i_1 > mux2_2 > and4_1 > a311o_1 > nor3_1 > clkdlybuf4s50_1",
  "ctsResizeCount": 0,
  "status": "complete, no violations",
  "worst_pin_slew_ns": 0.908,
  "cp_max_fo": 19,
  "grt_pass1_wl_um": 17500,
  "grt_max_degree": 66,
  "untimed_endpoints": 128,
  "timing_max_transition_violations_final": 0,
  "worstHoldPathCells": 4,
  "n_antenna_cell": 0,
  "worstHoldEndpoint": "sum[2]",
  "leakagePower_uw": 0.00274
}
[report_power, final]
group	total, µW	leakage [µW]	internal [µW]	switching, µW
clock network	0	0	0	0
logic	152	0.00173	87.0	64.6
registers	47.6	0.00101	36.6	11.0
total	199	0.00274	124	75.7
[sequential cells by signal, summed over array words and instances (netlist names), 6 cells and up]
name,cells
rca_other_1.fa0.cout,6
rca_other_1.fa1.cout,6
rca_other_0.fa3.cout,6
rca_other_0.fa2.sum,6
rca_other_1.fa2.sum,6
rca_other_1.fa1.sum,6
rca_other_1.fa2.cout,6
rca_other_0.fa3.sum,6
rca_other_1.fa3.sum,6
rca_other_1.fa0.sum,6
rca_other_1.fa3.cout,6
rca_other_0.fa0.sum,6
rca_other_0.fa0.cout,6
rca_other_0.fa1.cout,6
rca_other_0.fa2.cout,6
rca_other_0.fa1.sum,6
[synth_stat cells (2+ instances only)]
cell type / n / share of area
nand2_1: 14 / 0.010
a311o_1: 2 / 0.0040
o211a_1: 2 / 0.0040
a31oi_1: 6 / 0.0075
xor2_1: 11 / 0.019
nor4b_1: 2 / 0.0035
and4_1: 2 / 0.0035
nand3_1: 5 / 0.0050
o21ai_0: 17 / 0.017
nand3b_1: 3 / 0.0045
buf_6: 3 / 0.0067
nor3_1: 12 / 0.012
or2_4: 2 / 0.0035
o21a_1: 3 / 0.0045
nor3b_1: 4 / 0.0060
nand2b_1: 3 / 0.0037
a311oi_1: 2 / 0.0035
nand4_1: 2 / 0.0025
nor2b_1: 3 / 0.0037
inv_1: 38 / 0.028
a21oi_1: 16 / 0.016
and3_1: 2 / 0.0025
mux2i_1: 40 / 0.080
nor4_1: 2 / 0.0025
a22oi_1: 3 / 0.0045
xnor2_1: 18 / 0.031
dlxtp_1: 128 / 0.38
or3_1: 5 / 0.0062
o31a_1: 2 / 0.0035
fa_1: 48 / 0.19
nor2_1: 29 / 0.022
clkbuf_1: 6 / 0.0045
mux2i_2: 3 / 0.0082
ha_1: 19 / 0.047
[worst max-delay path by stage]
stage         start      end  slack [ns]  cells after the start
CTS             cin  sum[30]        4.08                     11
finish          cin  sum[30]        4.11                     11
global route    cin  sum[30]        3.86                     11
[final cells by class]
cell class / instances / area [µm²]
multi-input cells: 303 / 2890
repair buffers: 104 / 1030
well taps: 216 / 270
flip-flops and latches: 128 / 1920
inverters: 38 / 143
fillers: 1606 / 9870
[metrics by stage]
step | total power, µW | utilization
after CTS | 204 | 0.388
after detailed placement | 203 | 0.388
final | 199 | 0.388
after global placement | 200 | 0.388
after floorplan | 110 | -
after global routing | 222 | 0.388
[kinds of logic (layout without fill, tap and decap cells)]
kind of cell             count (synthesis)  after routing  share of synthesized area
AND-OR/OR-AND                           62             62                     0.0807
XOR/XNOR                                29             29                     0.0507
AND/OR/NAND/NOR                         99             99                      0.107
buffers and inverters                   48            142                     0.0405
latches                                128            128                      0.383
multiplexers                            46             46                     0.0979
adder cells (fa/ha/maj)                 67             67                      0.239
[per-layer routing]
| layer | track usage | vias to the layer above |
|---|---|---|
| met5 | 0 | - |
| met4 | 0.00196 | 0 |
| met3 | 0.0149 | 2 |
| met2 | 0.207 | 73 |
| met1 | 0.197 | 1655 |
| li1 | - | 1791 |
[tightest hold or removal path, stage by stage]
cell	delay, ns
clkdlybuf4s50_1	0.65
mux2i_1	0.22
xnor2_1	0.14
clkdlybuf4s50_1	0.40
Power and IR drop assume default switching activity.
